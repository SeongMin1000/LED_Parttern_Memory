### flow/run.sh
#!/bin/bash
# OpenROAD 26Q1-2900-gdf79404cd8, Yosys 0.63+post, stock flow scripts
make -C /OpenROAD-flow-scripts/flow DESIGN_CONFIG=/design/flow/config.mk WORK_HOME=/design/flow/orfs finish
### flow/config.mk
export PLATFORM = sky130hd
export DESIGN_NAME = lcd
export DESIGN_NICKNAME = lcd
export VERILOG_FILES = /design/flow/design.v
export SDC_FILE = /design/flow/constraint.sdc
export NUM_CORES = 4
export LEC_CHECK = 1
export CORE_UTILIZATION = 30
### flow/constraint.sdc
current_design lcd

set clk_period 5.2
set clk_io_pct 0.2

create_clock -name clk0 -period $clk_period [get_ports {CLK}]

set non_clock_inputs [all_inputs -no_clocks]
set_input_delay [expr $clk_period * $clk_io_pct] -clock clk0 $non_clock_inputs
set_output_delay [expr $clk_period * $clk_io_pct] -clock clk0 [all_outputs]
### flow/design.v
module lcd (
    input wire CLK,                  
    input wire RESETN,               
    input wire ENABLE,               
    input wire is_equal,             
    output reg TLCD_RS,              
    output reg TLCD_RW,              
    output reg TLCD_E,               
    output reg [7:0] TLCD_DATA,      
    output reg DONE                  
);
    parameter E_PULSE_WIDTH = 1;        
    parameter EXEC_TIME     = 40;       
    parameter CLEAR_EXEC    = 1640;     
    parameter DISPLAY_TIME  = 2000000;  
    reg [4:0] state;
    parameter IDLE              = 5'd0,
              FUNCTION_SET      = 5'd1,
              FUNCTION_SET_WAIT = 5'd2,
              DISP_ONOFF        = 5'd3,
              DISP_ONOFF_WAIT   = 5'd4,
              ENTRY_MODE        = 5'd5,
              ENTRY_MODE_WAIT   = 5'd6,
              CLEAR_DISP        = 5'd7,
              CLEAR_DISP_WAIT   = 5'd8,
              LINE1_ADDR        = 5'd9,
              LINE1_ADDR_WAIT   = 5'd10,
              LINE1_WRITE       = 5'd11,
              LINE1_WRITE_WAIT  = 5'd12,
              LINE2_ADDR        = 5'd13,
              LINE2_ADDR_WAIT   = 5'd14,
              LINE2_WRITE       = 5'd15,
              LINE2_WRITE_WAIT  = 5'd16,
              DISPLAY_HOLD      = 5'd17,
              CLEAR_TEXT        = 5'd18,
              DONE_STATE        = 5'd19,
              INITIALIZE        = 5'd20;  
    reg [15:0] cnt;                
    reg [4:0] char_index;          
    reg [31:0] display_cnt;        
    reg prev_ENABLE;               
    reg [8*16-1:0] TEXT_STRING_UPPER;  
    reg [8*16-1:0] TEXT_STRING_LOWER;  
    always @(posedge CLK or negedge RESETN) begin
        if (!RESETN) begin
            state <= INITIALIZE;  
        end else begin
            case (state)
                INITIALIZE: begin
                    cnt <= 0;
                    char_index <= 0;
                    display_cnt <= 0;
                    prev_ENABLE <= 0;
                    TLCD_RS <= 0;
                    TLCD_RW <= 0;
                    TLCD_E  <= 0;
                    TLCD_DATA <= 8'b0;
                    DONE <= 0;
                    TEXT_STRING_UPPER <= "                ";  
                    TEXT_STRING_LOWER <= "                ";  
                    state <= IDLE;  
                end
                IDLE: begin
                    DONE <= 0;
                    TLCD_E <= 0;
                    if (ENABLE && !prev_ENABLE) begin
                        if (is_equal) begin
                            TEXT_STRING_UPPER <= "    SUCCESS    ";
                            TEXT_STRING_LOWER <= "   GOOD JOB    ";
                        end else begin
                            TEXT_STRING_UPPER <= "     FAIL      ";
                            TEXT_STRING_LOWER <= " TRY AGAIN     ";
                        end
                        state <= FUNCTION_SET;
                    end
                    prev_ENABLE <= ENABLE;
                end
                FUNCTION_SET: begin
                    TLCD_RS <= 0;
                    TLCD_RW <= 0;
                    TLCD_DATA <= 8'b00111000;  
                    TLCD_E <= 1;
                    cnt <= 0;
                    state <= FUNCTION_SET_WAIT;
                end
                FUNCTION_SET_WAIT: begin
                    cnt <= cnt + 1;
                    if (cnt >= E_PULSE_WIDTH) TLCD_E <= 0;
                    if (cnt >= EXEC_TIME) begin
                        cnt <= 0;
                        state <= DISP_ONOFF;
                    end
                end
                DISP_ONOFF: begin
                    TLCD_RS <= 0;
                    TLCD_RW <= 0;
                    TLCD_DATA <= 8'b00001100;  
                    TLCD_E <= 1;
                    cnt <= 0;
                    state <= DISP_ONOFF_WAIT;
                end
                DISP_ONOFF_WAIT: begin
                    cnt <= cnt + 1;
                    if (cnt >= E_PULSE_WIDTH) TLCD_E <= 0;
                    if (cnt >= EXEC_TIME) begin
                        cnt <= 0;
                        state <= ENTRY_MODE;
                    end
                end
                ENTRY_MODE: begin
                    TLCD_RS <= 0;
                    TLCD_RW <= 0;
                    TLCD_DATA <= 8'b00000110;  
                    TLCD_E <= 1;
                    cnt <= 0;
                    state <= ENTRY_MODE_WAIT;
                end
                ENTRY_MODE_WAIT: begin
                    cnt <= cnt + 1;
                    if (cnt >= E_PULSE_WIDTH) TLCD_E <= 0;
                    if (cnt >= EXEC_TIME) begin
                        cnt <= 0;
                        state <= LINE1_ADDR;
                    end
                end
                LINE1_ADDR: begin
                    TLCD_RS <= 0;
                    TLCD_RW <= 0;
                    TLCD_DATA <= 8'b10000000;  
                    TLCD_E <= 1;
                    cnt <= 0;
                    state <= LINE1_ADDR_WAIT;
                end
                LINE1_ADDR_WAIT: begin
                    cnt <= cnt + 1;
                    if (cnt >= E_PULSE_WIDTH) TLCD_E <= 0;
                    if (cnt >= EXEC_TIME) begin
                        cnt <= 0;
                        char_index <= 0;
                        state <= LINE1_WRITE;
                    end
                end
                LINE1_WRITE: begin
                    if (char_index < 16) begin
                        TLCD_RS <= 1;
                        TLCD_RW <= 0;
                        TLCD_DATA <= TEXT_STRING_UPPER[(15-char_index)*8 +: 8];
                        TLCD_E <= 1;
                        cnt <= 0;
                        state <= LINE1_WRITE_WAIT;
                    end else begin
                        state <= LINE2_ADDR;
                    end
                end
                LINE1_WRITE_WAIT: begin
                    cnt <= cnt + 1;
                    if (cnt >= E_PULSE_WIDTH) TLCD_E <= 0;
                    if (cnt >= EXEC_TIME) begin
                        cnt <= 0;
                        char_index <= char_index + 1;
                        state <= LINE1_WRITE;
                    end
                end
                LINE2_ADDR: begin
                    TLCD_RS <= 0;
                    TLCD_RW <= 0;
                    TLCD_DATA <= 8'b11000000;  
                    TLCD_E <= 1;
                    cnt <= 0;
                    state <= LINE2_ADDR_WAIT;
                end
                LINE2_ADDR_WAIT: begin
                    cnt <= cnt + 1;
                    if (cnt >= E_PULSE_WIDTH) TLCD_E <= 0;
                    if (cnt >= EXEC_TIME) begin
                        cnt <= 0;
                        char_index <= 0;
                        state <= LINE2_WRITE;
                    end
                end
                LINE2_WRITE: begin
                    if (char_index < 16) begin
                        TLCD_RS <= 1;
                        TLCD_RW <= 0;
                        TLCD_DATA <= TEXT_STRING_LOWER[(15-char_index)*8 +: 8];
                        TLCD_E <= 1;
                        cnt <= 0;
                        state <= LINE2_WRITE_WAIT;
                    end else begin
                        state <= DISPLAY_HOLD;
                    end
                end
                LINE2_WRITE_WAIT: begin
                    cnt <= cnt + 1;
                    if (cnt >= E_PULSE_WIDTH) TLCD_E <= 0;
                    if (cnt >= EXEC_TIME) begin
                        cnt <= 0;
                        char_index <= char_index + 1;
                        state <= LINE2_WRITE;
                    end
                end
                DISPLAY_HOLD: begin
                    display_cnt <= display_cnt + 1;
                    if (display_cnt >= DISPLAY_TIME) begin
                        display_cnt <= 0;
                        state <= CLEAR_TEXT;
                    end
                end
                CLEAR_TEXT: begin
                    TLCD_RS <= 0;
                    TLCD_RW <= 0;
                    TLCD_DATA <= 8'b00000001;  
                    TLCD_E <= 1;
                    cnt <= 0;
                    state <= DONE_STATE;
                end
                DONE_STATE: begin
                    if (is_equal) begin
                        DONE <= 1;   
                    end else begin
                        DONE <= 0;   
                    end
                    state <= INITIALIZE;  
                end
                default: state <= INITIALIZE;  
            endcase
        end
    end
endmodule
==> Changelog: implementation <==
## Implementation

* YS chip area at 4330 um2
* ANT cells at 0
* Final Setup Violations at 0
* Flop pwr share at 53.6%
* TNS Setup at 0 ps
* Number of synthesis warnings at 1
* Worst-path maximum fanout at 24
* Ys async rst share at 21.1%
* Die span in x at 122 um
* Worst-case clock buffer depth at 2
* Antenna violations before repair at 0
* Worst-margin pin slew at 901 ps
* Cell Count Post-Placement at around 600
* Hold_ws at between 400 and 500 ps
* Global-route wire length before repair at 12.9 mm
* Log Warnings at 31
* IO Count at 16
* Ys flop type: edfxtp_1
* Hold Vio Cnt, Final at 0
* Yosys cell count at about 390
* Fin cells at 605
* Clock network fraction of design power at between 40% and 50%
* CP Capture Type: flip-flop
* Post-CTS setup buffers at 0
* Synth Register Bits at approximately 90
* Number of global-route vias before repair at 2669
* PD cells at 285 nW/um2
* Chip area at about 15000 um2
* Critical path arrival at 2740 ps
* Status: finished, final reports clean
* Clk ins delay skew pair at 330 ps
* Row count at 43
* Synth-to-Final Area Change at 16.2%
* Post-Synthesis Cell Area at 4330 um2
* Peak Freq at 0.359 GHz
* Gr ovfl total at 0
* Wire length per cell at 12.4 um
* Gate power share at less than 1%
* Routed WL at 7.52 mm
* Pint at 1.19 mW
* Seq share, synth at 60.2%
* CTS buffer count at 9
* Total power at 1.44 mW
* Die height at 122 um
* Distinct lib cells at 52
* Switching power at 0.246 mW
* Met1 usage at 18.2%
* Clk_skew at just over 4 ps
* Most Crowded Layer GR: met1
* Via/cell ratio at 4.74
* Post-route DRC violation count at 0
* CTS H-Tree Depth at 3
* Post-layout util at 36.0%
* Vias at 2867
* Crit path time final at ~2800 ps
* CTS sink count at roughly 90
* Starting Density at between 30 and 40%
* PostCTS Resize Cnt at 0
* Max Cap Viol at 0
* Critical Path RT at 5150 ps
* Max VDD drop at 0.196 mV
* RSZ-0062 raised after global routing: no
* Post-route cell area at 5040 um2
* DP Worst Slack at between 2000 and 2500 ps
* Final slew viol count at 0
* Post-CTS Hold Buffers at 0
* P_leak at 1.86 nW
* CTS tree: yes
* Met3 usage at 4.15%
* Setup ws final at 2420 ps
* Switching Share at ~17%
* Global routing usage on met2 at about 16%
* Largest net degree at the start of global routing at 33
* Clock slew at reported path FFs at 60 ps
* RePlAce Congestion at 0.917
* DRT Pass-1 Iters at 5
* DRC marker count from the first detailed-route iteration at 167
* Post-synth EDFFs at 71
* Crit start category: primary input
* Core ar. at approximately 14000 um2
* Post-DP Area at around 4700 um2
* Hold Path Class: reg2reg
* GRT Resource Usage Total at 11.4%
* Slew headroom at around two fifths
* Post-Syn Instances at 388
* Avg Inst Size Synth at about 11 um2
* Share of cells above drive strength 1 at 5.41%
* Post-route ant nets at 0
* Post-DP HPWL at 5.13 mm
* Final worst-path cycle share at 53.5%
* Clk root buf: clkbuf_16
* Crit Path Class: in2reg
* Port bufs at 14
layer usage:
layer | wire [um] | vias to the layer above
met5 | 0 | -
met4 | 123 | 0
met3 | 620 | 8
met2 | 3230 | 73
met1 | 3540 | 1322
li1 | - | 1464
cell usage in the layout, fill, tap and decap left out, types with 6 or more instances in the layout:
master	n
nor2_1	47
nand2b_1	11
nor4_1	9
inv_1	19
edfxtp_1	71
a21o_1	7
xor2_1	7
a21oi_1	17
dfrtp_1	18
clkbuf_16	9
nand3_1	19
nand2_1	25
nor3_1	6
xnor2_1	11
nor2b_1	8
or4_1	7
ha_1	7
clkdlybuf4s50_1	14
o21ai_0	15
conb_1	22
o31ai_1	9
critical path: stages:
cell,delay [ps]
clkdlybuf4s50_1,450
buf_4,290
o21a_1,210
a21boi_0,740
path summary, 6_finish.rpt:
kind	from	to	slack, ps	cells after the start
hold reg to reg	state[16]	state[0]	410	0
max in group asynchronous	RESETN	state[0]	3850	2
hold / removal	state[16]	state[0]	410	0
setup / recovery	RESETN	TEXT_STRING_LOWER[94]	2420	4
setup reg to reg	display_cnt[2]	display_cnt[19]	3030	4
min in group asynchronous	RESETN	state[8]	1060	2
state kept, by name, summed over array words and instances, names as in the netlist:
name / cells
display_cnt: 32
state: 19
cnt: 16
TLCD_DATA: 8
TEXT_STRING_LOWER: 6
char_index: 5
DONE: 1
TLCD_E: 1
TLCD_RS: 1
prev_ENABLE: 1
area by class of cell:
cell class                      count  area, um2
Fill cell                        1362       8950
Sequential cell                    90       2610
Multi-Input combinational cell    283       1660
Clock buffer                       12        236
Tap cell                          180        225
Timing Repair Buffer               17        163
Inverter                           19       71.3
Clock inverter                      4       68.8
logic make-up after synthesis:
group,count (synthesis),synth area share [%]
buf+inv,36,3.23
fa+ha+maj,7,2.02
simple gates,160,19.1
compound gates,74,11.3
flops,90,60.2
other cells,1,0.0865
xor+xnor,18,3.64
mux,2,0.462
power groups by stage:
stage,clock (mW),sequential (mW),combinational (mW)
CTS,0.679,0.770,0.00894
global route,0.711,0.770,0.0106
finish,0.658,0.771,0.00854
synthesized netlist by cell type, types with 2 or more instances:
cell / count / area share, %
nand3b_1: 3 / 0.52
or4_1: 7 / 1.2
and2_1: 4 / 0.58
or3_2: 2 / 0.35
edfxtp_1: 71 / 49
nand2b_1: 11 / 1.6
a21o_1: 7 / 1.2
clkbuf_1: 14 / 1.2
ha_1: 7 / 2.0
and3_1: 5 / 0.72
xor2_1: 7 / 1.4
nor3_1: 6 / 0.69
nand4_1: 5 / 0.72
nor2_1: 47 / 4.1
o22ai_1: 2 / 0.29
o311ai_0: 2 / 0.40
nand3_1: 19 / 2.2
o21a_1: 2 / 0.35
or3_1: 4 / 0.58
a31o_2: 2 / 0.40
dfrtp_1: 18 / 10
a211o_1: 2 / 0.40
xnor2_1: 11 / 2.2
a211oi_1: 3 / 0.52
mux2i_1: 2 / 0.46
a21oi_1: 17 / 2.0
a31oi_1: 4 / 0.58
inv_1: 19 / 1.6
nor2b_1: 8 / 1.2
o21ai_0: 15 / 1.7
nand2_1: 25 / 2.2
o31ai_1: 9 / 1.6
nor4_1: 9 / 1.3
Power and IR drop assume default switching activity.
