===== flow/config.mk =====
export PLATFORM = sky130hd
export DESIGN_NAME = success
export DESIGN_NICKNAME = success
export VERILOG_FILES = /design/flow/design.v
export SDC_FILE = /design/flow/constraint.sdc
export NUM_CORES = 4
export LEC_CHECK = 1
export CORE_AREA = 10 10 70 70
export DIE_AREA = 0 0 80 80

===== flow/constraint.sdc =====
current_design success

set clk_period 1.1
set clk_io_pct 0.2

create_clock -name clk0 -period $clk_period

set non_clock_inputs [all_inputs -no_clocks]
set_input_delay [expr $clk_period * $clk_io_pct] -clock clk0 $non_clock_inputs
set_output_delay [expr $clk_period * $clk_io_pct] -clock clk0 [all_outputs]

===== flow/design.v =====
module success (
    input wire reset_not,       
    input wire enable,          
    input wire state,           
    output reg [7:0] lcd_data,  
    output reg lcd_enable       
);
    reg [7:0] success_message [0:6];
    reg [2:0] char_index;
    initial begin
        success_message[0] = 8'h53;  
        success_message[1] = 8'h75;  
        success_message[2] = 8'h63;  
        success_message[3] = 8'h63;  
        success_message[4] = 8'h65;  
        success_message[5] = 8'h73;  
        success_message[6] = 8'h73;  
    end
    always @(*) begin
        if (!reset_not) begin
            lcd_data = 8'b0;
            lcd_enable = 0;
            char_index = 0;
        end else if (enable && state) begin
            lcd_data = success_message[char_index];
            lcd_enable = 1;  
            char_index = char_index + 1;
            if (char_index == 7) begin
                char_index = 0;  
            end
        end else begin
            lcd_data = 8'b0;
            lcd_enable = 0;
        end
    end
endmodule

===== flow/run.sh =====
#!/bin/bash
# OpenROAD 26Q1-2900-gdf79404cd8, Yosys 0.63+post, stock flow scripts
make -C /OpenROAD-flow-scripts/flow DESIGN_CONFIG=/design/flow/config.mk WORK_HOME=/design/flow/orfs finish

==> results_dict.tcl <==
# place-and-route summary
set metrics [dict create \
    grt_overflow 0 \
    timing.hold.ws_ns 0.862 \
    ant_nets 0 \
    antenna_found_initial 0 \
    fp.dieH_um 80 \
    synth_cell_types 16 \
    drt-met1-wl_um 399 \
    worstPathArrival_ns 0.81 \
    yosys_area_um2 260 \
    outcome "complete, no violations" \
    ys_ff 3 \
    min_path_type "primary input to primary output" \
    drc 0 \
    totalWireLength_um 645 \
    dr.pass1.iters 2 \
    untimed_endpoints 3 \
    post_drt_wl_per_cell_um 7.33 \
    synth_warnings 5 \
    hp-start "reset_not" \
    top_layer "met3" \
    grt_pass1_vias 234 \
    max_freq_mhz 973 \
    ir_worst_vdd_uv 72.0 \
    place.gp.congestion 0.719 \
    initCoreUtil 0.0762 \
    rsz0062_at_grt "false" \
    slew_violations 0 \
    warnings 37 \
    period_needed_ns 1.03 \
    syn_area_um2 260 \
    vias_per_cell 2.52 \
    yosysCellCount 32 \
    die-area_um2 6400 \
    drive_gt1_frac 0.333 \
    start_kind "primary input" \
    area_delta_synth_final_pct 65.9 \
    setup_viol 0 \
    diodes 0 \
    dr_wl_met3_um 74 \
    dr_wl_met2_um 171 \
    unclocked_regs 3 \
    power.density_nw_per_um2 151 \
    io_buffers 10 \
    leakagePower_nw 0.214 \
    crit_path_end_kind "primary output" \
    num_rows 21 \
    syn_inst 32 \
    largest_reg_flops 3 \
    grt_max_degree 6 \
    grt_usage 0.0204 \
    synth_area_per_cell_um2 8.13 \
    finalCritPeriodShare 0.934 \
    grt_pass1_wl_mm 1.08 \
    core_um2 3420 \
    critPathKind "primary input to primary output" \
    cp.required_ns 0.88 \
    fin_cells 88 \
    drt_iter0_drc 2 \
    dp.cells 87 \
    cp_max_fo 3 \
    fp.dieW_um 80 \
    hold_viol 0 \
    maxCapViolCount 0 \
    min_delay_path_depth 5 \
    vias 222 \
    startpoint "state" \
    pin_count 12 \
]
==> per-layer routing <==
metal	vias up	track usage
met5	-	0
met4	0	0
met3	0	0.00455
met2	12	0.0241
met1	93	0.0358
li1	117	-
==> worst max-delay path, stage by stage <==
cell and delay (ns):
buf_6 0.08, nand3_4 0.09, buf_4 0.15, a211oi_2 0.14
buf_2 0.13
==> cell families after synthesis <==
group | after synthesis | synth area share
latches | 3 | 0.173
other | 1 | 0.0144
adder cells (fa/ha/maj) | 6 | 0.288
multiplexers | 1 | 0.0385
AND-OR/OR-AND | 6 | 0.144
AND/OR/NAND/NOR | 6 | 0.135
XOR/XNOR | 1 | 0.0337
buffers and inverters | 8 | 0.173
==> synth_stat cells (all sizes together) <==
library cell  number  share of area
a21oi              3          0.058
xor2               1          0.034
a211oi             2          0.058
nand2              1          0.014
nand2b             1          0.024
and3b              1          0.034
nand3              1          0.019
mux2i              1          0.038
a21boi             1          0.029
dlxtn              3           0.17
buf                4           0.12
ha                 6           0.29
nor2               1          0.014
inv                4          0.058
conb               1          0.014
and2               1          0.029
==> where the power goes <==
| group | internal, W | switching, W | total [W] |
|---|---|---|---|
| combinational | 0.0000332 | 0.0000228 | 0.0000561 |
| sequential | 0.00000705 | 0.00000218 | 0.00000923 |
| clock | 0 | 0 | 0 |
| total | 0.0000403 | 0.0000250 | 0.0000653 |
==> cells in the final DEF, fill, tap and decap left out <==
| master | netlist | routed |
|---|---|---|
| inv_1 | 4 | 3 |
| nand2b_1 | 1 | 1 |
| buf_2 | 0 | 2 |
| dlygate4sd2_1 | 0 | 5 |
| xor2_1 | 1 | 1 |
| and2_2 | 1 | 1 |
| and3b_1 | 1 | 1 |
| nand3_4 | 0 | 1 |
| nand2_1 | 1 | 1 |
| buf_6 | 0 | 4 |
| a21oi_2 | 0 | 1 |
| ha_1 | 6 | 6 |
| buf_4 | 4 | 2 |
| dlxtn_1 | 3 | 3 |
| a211oi_2 | 0 | 2 |
| inv_2 | 0 | 1 |
| mux2i_1 | 1 | 1 |
| conb_1 | 1 | 2 |
| a21oi_1 | 3 | 2 |
| a21boi_0 | 1 | 1 |
| nor2_1 | 1 | 1 |
==> layout make-up <==
| class | count | area, um2 |
|---|---|---|
| multi-input combinational | 22 | 200 |
| tap | 46 | 57.6 |
| sequential | 3 | 45.0 |
| inverter | 4 | 15.0 |
| timing repair buffer | 13 | 114 |
| fill | 403 | 2980 |
==> per-stage QoR <==
stage | cell area (um2) | utilization | total power (W) | TNS (ns) | setup slack (ns)
after floorplan | 264 | - | 0.0000313 | 0 | 0.349
after global placement | 407 | 0.119 | 0.0000594 | -5.12 | -0.823
after detailed placement | 407 | 0.119 | 0.0000609 | -5.08 | -0.805
after CTS | 432 | 0.126 | 0.0000664 | 0 | 0.0406
after global routing | 432 | 0.126 | 0.0000731 | 0 | 0.000857
final | 432 | 0.126 | 0.0000653 | 0 | 0.0725
==> final timing paths <==
| path | end |
|---|---|
| max | lcd_data[4] |
| min | lcd_data[4] |
==> repair_timing <==
item,CTS,global route
hold buffers,0,0
gates resized,34,0
pin swaps,2,1
setup endpoints to repair,7,1
buffers inserted,1,0
Power is estimated from default activity; no workload was simulated.
