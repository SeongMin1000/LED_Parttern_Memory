--- flow/run.sh ---
#!/bin/bash
# OpenROAD 26Q1-2900-gdf79404cd8, Yosys 0.63+post, stock flow scripts
make -C /OpenROAD-flow-scripts/flow DESIGN_CONFIG=/design/flow/config.mk WORK_HOME=/design/flow/orfs finish
--- flow/config.mk ---
export PLATFORM = sky130hd
export DESIGN_NAME = fail
export DESIGN_NICKNAME = fail
export VERILOG_FILES = /design/flow/design.v
export SDC_FILE = /design/flow/constraint.sdc
export NUM_CORES = 4
export LEC_CHECK = 1
export CORE_AREA = 10 10 70 70
export DIE_AREA = 0 0 80 80
--- flow/design.v ---
module fail (
    input wire reset_not,       
    input wire enable,          
    input wire state,           
    output reg [7:0] lcd_data,  
    output reg lcd_enable       
);
    reg [7:0] fail_message [0:3];
    reg [1:0] char_index;
    initial begin
        fail_message[0] = 8'h46;  
        fail_message[1] = 8'h61;  
        fail_message[2] = 8'h69;  
        fail_message[3] = 8'h6C;  
    end
    always @(*) begin
        if (!reset_not) begin
            lcd_data = 8'b0;
            lcd_enable = 0;
            char_index = 0;
        end else if (enable && state) begin
            lcd_data = fail_message[char_index];
            lcd_enable = 1;  
            char_index = char_index + 1;
            if (char_index == 4) begin
                char_index = 0;  
            end
        end else begin
            lcd_data = 8'b0;
            lcd_enable = 0;
        end
    end
endmodule
--- flow/constraint.sdc ---
current_design fail

set clk_period 1.0
set clk_io_pct 0.2

create_clock -name clk0 -period $clk_period

set non_clock_inputs [all_inputs -no_clocks]
set_input_delay [expr $clk_period * $clk_io_pct] -clock clk0 $non_clock_inputs
set_output_delay [expr $clk_period * $clk_io_pct] -clock clk0 [all_outputs]
==> impl.org <==
#+TITLE: Synthesis and PnR summary

** Floorplanning
- The vertical die dimension reported for this design is 80 µm.
- Total number of placement rows :: 21
- The chip occupies 6400 µm².
- Measured along the x axis, the die boundary spans 80 µm.
- Starting Density :: 0.04762
- 12 I/O pins were placed.
- After floorplanning, the core was sized to cover 3416 µm².

** Hold path
- WHS Endpoint :: lcd_data[0]
- The worst hold path was traced through 3 stages.
- Classification of the worst-slack hold path :: in2out
- Critical hold path startpoint :: state

** Layout
- Number of flip-flops under the largest register name :: 2
- Among logic cells in the layout, the one with the most instances is dlygate4sd2_1.
- The most common logic cells in the final layout are dlygate4sd2_1, and4_1, buf_6.
- Area overhead of the layout relative to synthesis :: 85.38%
- Per the final layout report, the fraction of cells sized above drive strength 1 comes to 0.1852.
- Once layout is complete, the utilization of the core stands at 0.08828.

** Detailed routing
- Total routed wirelength :: 408 µm
- Number of iterations in the first detailed-routing pass :: 2
- Antenna cell count :: 0
- The script parses the final routing iteration and logs DRC violations as 0.
- Across all layers, the routed design uses 157 vias.
- Per the detail_route report, vias per standard cell equal 2.151.
- After detailed routing, the average wire length per cell comes to 5.589 µm.
- Final ANT Viol Nets :: 0
- First DRT Iteration DRCs :: 25

** Setup path
- Critical path start-end classification :: in2out
- Critical Path Max Stage Delay :: 240 ps
- Cell-by-cell listing of the critical path :: buf_6, and4b_1, dlygate4sd2_1
- Of all nets on the critical path, the largest fanout is 9.
- The worst setup path is launched from a primary input.
- The critical path's slowest stage uses the library cell dlygate4sd2_1.
- For the worst setup path, the data required time is 800 ps.
- Crit path arrival time :: 730 ps
- Kind of end point of the critical path :: primary output

** Final timing
- In the finished design, the share of the clock period the worst path needs comes to 0.9284.
- Fmax :: 1077 MHz
- 2 endpoints have no timing constraint.
- Max-slew violation total from the final report :: 0
- Sum Neg Setup Slack :: 0 ps
- From the final report, the count of setup violators was given as 0.
- Setup repair after global routing left no endpoint under its margin.
- Hold-check failures listed in the final report amount to 0.
- Register pins left without a clock :: 2
- The worst path in the final design needs a cycle of 928.4 ps, including I/O delays and setup.

** Logic synthesis
- Dividing the synthesized area by the synthesized cell count gives 8.561 µm².
- Leading area contributor after synthesis :: dlxtn_1
- Number of instances in the synthesized netlist :: 19
- The area fraction of the largest cell type after synthesis is 0.1846.
- The synthesized netlist occupies a cell area of 162.7 µm².
- In the Yosys stats the netlist draws on 11 distinct library cells.
- In the Yosys report the total cell count is 19.
- For this run, the chip area from Yosys synthesis comes to 162.7 µm².
- Yosys attributes the largest share of cell area to dlxtn_1, and4_1, ha_1.
- Total of warnings raised by yosys :: 3
- After synthesis the netlist holds a flip-flop and latch count of 2.

** Placed design
- The congestion estimate from routability-driven global placement came to 0.7201.
- Half-perimeter wire length after placement :: 363.7 µm
- In this run the tool buffered the top-level ports with 10 buffer cells.

** Run
- Max cap viols :: 0
- Across all stage logs, warnings added up to 33.

** GRT
- The global routing report lists met1 layer usage as 0.01789.
- Met3 layer usage reported by global route :: 0.01136
- The via count of the first global-routing pass is 154.
- Maximum number of pins on one net before global-route repair :: 10
- Global routing met2 resource utilization :: 0.01445
- The first global-routing pass estimated 717 µm of wire.
- In the global route stage, overall resource usage came out at 0.01272.
- The number of antenna violations at the first check in global routing was 0.
- Top Usage Layer GRT :: met1
- The global route stage reports its total congestion overflow as 0.

** Pwr
- The report lists the power per cell area as 160.3 nW/µm².
- The worst VDD IR drop from the latest analysis is 0.00002178 V.
- In this run the static leakage power is 0.1499 nW.

** Clock tree
- Setup repair bufs after CTS :: 0
- After clock tree synthesis, the flow added hold-fix buffers numbering 0.
- The number of gates resized after CTS was 26.

** Status
- The flow ran to the end, and the final reports show no timing, DRC or antenna violations.
-- worst max-delay path by stage --
| stage | depth (start not counted) | start | slack [ps] | end |
|---|---|---|---|---|
| 6_report | 3 | reset_not | 70 | lcd_data[5] |
| 5_1_grt | 3 | reset_not | 40 | lcd_data[5] |
| 4_1_cts | 3 | reset_not | 60 | lcd_data[5] |
-- metrics by stage --
step	cells	total power [mW]	instance area (µm²)	worst slack, ps	hold slack, ps
6_report	73	0.04834	301.5	71.63	836.7
5_1_grt	73	0.05539	301.5	38.41	869.3
4_1_cts	73	0.04947	301.5	64.62	843.8
3_5_place_dp	73	0.05102	301.5	-668.0	1472
3_3_place_gp	73	0.05031	301.5	-651.2	1471
2_1_floorplan	20	0.02315	166.4	336.1	504.3
-- cell type report --
cell class	instances	area, µm²
multi-input cells	13	111.4
inverters	2	7.507
repair buffers	10	95.09
well taps	46	57.56
flip-flops and latches	2	30.03
fillers	405	3114
-- power by group --
part	total, mW	switching, mW	internal, mW
Clock	0	0	0
Sequential	0.00581	0.000543	0.00527
Combinational	0.0425	0.0152	0.0273
Total	0.0483	0.0158	0.0326
-- layer usage --
metal  up-vias  wire, µm
li1         79         -
met4         0         0
met1        67       173
met3         0       134
met5         -         0
met2        11       101
-- cells by family (layout without fill, tap and decap cells) --
family / after synthesis / after routing / share of synthesized area
buffers and inverters: 5 / 12 / 0.1846
AND-OR/OR-AND: 1 / 1 / 0.04617
latches: 2 / 2 / 0.1846
AND/OR/NAND/NOR: 8 / 8 / 0.4078
adder cells (fa/ha/maj): 2 / 2 / 0.1538
other: 1 / 2 / 0.02305
-- worst max-delay path, delay by kind of cell --
kind / cells / cell delay (ps)
buffers and inverters: 2 / 350
and+or+nand+nor: 1 / 180
-- Yosys cell counts --
cell      instances
and4b_1           2
inv_1             2
a21boi_1          1
dlxtn_1           2
conb_1            1
buf_4             3
and4_1            3
ha_1              2
nor2b_1           1
and2_2            1
and3_1            1
Power is estimated from default activity; no workload was simulated.
